<file path="run.sh">
#!/bin/bash
# OpenROAD 26Q1-2900-gdf79404cd8, Yosys 0.63+post, stock flow scripts
make -C /OpenROAD-flow-scripts/flow DESIGN_CONFIG=/design/flow/config.mk WORK_HOME=/design/flow/orfs finish
</file>
<file path="config.mk">
export PLATFORM = sky130hd
export DESIGN_NAME = bcd_adder
export DESIGN_NICKNAME = bcd_adder
export VERILOG_FILES = /design/flow/design.v
export SDC_FILE = /design/flow/constraint.sdc
export NUM_CORES = 4
export LEC_CHECK = 1
export CORE_AREA = 10 10 70 70
export DIE_AREA = 0 0 80 80
</file>
<file path="constraint.sdc">
current_design bcd_adder

set clk_period 3.7
set clk_io_pct 0.2

create_clock -name clk0 -period $clk_period

set non_clock_inputs [all_inputs -no_clocks]
set_input_delay [expr $clk_period * $clk_io_pct] -clock clk0 $non_clock_inputs
set_output_delay [expr $clk_period * $clk_io_pct] -clock clk0 [all_outputs]
</file>
<file path="design.v">
module bcd_adder (
	input	[3:0]	X, Y,
	input			c_in,
	output		 c_out,
         output [7:0] result,
	output      out_of_range
          );
wire cout1,gt3,cout2,gt1,eq1,eq3,gt2,eq2;                    
wire [3:0] sum1,muxout,sum2;                                 
compare cmp1(X,4'b1001,gt1,eq1);                             
compare cmp2(Y,4'b1001,gt2,eq2);
assign out_of_range=gt1|gt2;                                  
fulladd4 ff1 (X,Y,c_in,sum1,cout1);                          
compare outputff1(sum1,4'b1001,gt3,eq3);                     
wire adjust=cout1|gt3;                                       
mux2to1_nbits m1(4'b0110,4'b000,adjust,muxout);              
fulladd4 ff2 (sum1,muxout,1'b0,sum2,cout2);                  
assign c_out=cout1|cout2;
assign result= {3'b000,c_out,sum2};
endmodule
module compare
#(
	parameter SIZE = 4
)
(
	input	[SIZE-1:0]	a,			 
	input	[SIZE-1:0]	b,			 
	output		        gt,			 
	output			eq			 
);
assign gt = a > b;
assign eq = a == b;
endmodule
module fulladd (
	input	a, b,
	input	ci,
	output	s,
	output	co
);
wire s1,s2,s3,s4,s5;                 
xor                                 
xor1 (s1,a,b),
xor2( s,ci,s1);
and
and1(s3,b,s2),
and2 (s4,s1,ci);
not (s2,s1);
or(co,s4,s3);
endmodule
module fulladd4 (                              
	input	[3:0]	a, b,                  
	input			c_in,          
	output	[3:0]	s,                     
	output			c_out          
);
wire c1,c2,c3;                                 
fulladd ff0 (a[0],b[0],c_in,s[0],c1);          
fulladd ff1 (a[1],b[1],c1,s[1],c2);            
fulladd ff2 (a[2],b[2],c2,s[2],c3);            
fulladd ff3 (a[3],b[3],c3,s[3],c_out);         
endmodule
module mux2to1_nbits
#(
	parameter SIZE = 4
)
(
	input	[SIZE-1:0]	a,			 
	input	[SIZE-1:0]	b,			 
	input				sel,		 
	output	[SIZE-1:0]	out			 
);
assign out = sel ? a : b;
endmodule
</file>
==> impl_metrics.env <==
# physical design summary
export IMPL_status="finished with violations"
export IMPL_violations="setup timing"
export IMPL_drv_cap=0
export IMPL_cp_cell_sequence="buf_6 -> maj3_2 -> o21ai_4 -> a211oi_2 -> maj3_2 -> a211o_1 -> ha_2 -> maj3_2 -> ha_4 -> or2_4 -> buf_2"
export IMPL_post_route_util_pct=22.6
export IMPL_hold_class="in -> out"
export IMPL_cpPeakStageDelay_ns=0.36
export IMPL_grt_max_degree=7
export IMPL_gp_congestion=0.854
export IMPL_hold_buffers=0
export IMPL_hpwl_um=901
export IMPL_hold_depth=4
export IMPL_cp_arrival_ns=3.03
export IMPL_yosys_warnings=0
export IMPL_maxSlewViolCount=0
export IMPL_min_to="result[0]"
export IMPL_seq_area_um2=0
export IMPL_grt_pass1_vias=438
export IMPL_rows=21
export IMPL_cp_common_cell="maj3_2"
export IMPL_dr_pass1_iters=4
export IMPL_finalHoldViolCount=0
export IMPL_ys_chip_area_um2=377
export IMPL_vias=451
export IMPL_fp_util_pct=11.0
export IMPL_drc=0
export IMPL_xor_area_share_pct=23.3
export IMPL_layout_cells_most_common="buf_4"
export IMPL_wl_per_cell_um=8.63
export IMPL_clockBufferCount=0
export IMPL_lay_top_cells="buf_4 (24), xnor2_1 (7), buf_6 (7)"
export IMPL_die_w_um=80
export IMPL_syn_inst=49
export IMPL_ys_cells=49
export IMPL_mux_share_pct=0
export IMPL_grt_pass1_wl_mm=1.88
export IMPL_antenna_found_initial=0
export IMPL_grt_usage_pct=3.42
export IMPL_gr_total_overflow=0
export IMPL_fin_crit_ns=3.77
export IMPL_pin_count=19
export IMPL_synth_simple_area_share_pct=12.0
export IMPL_critPathMaxFanout=4
export IMPL_dp_cells=120
export IMPL_cpMaxStageDelayCell="maj3_2"
export IMPL_fin_cells=130
export IMPL_vdd_drop_max_mv=0.0644
export IMPL_seq_area_frac_synth_pct=0
export IMPL_power_total_uw=165
export IMPL_end_kind="output port"
export IMPL_synth_cell_types=24
export IMPL_preCtsSetupSlack_ns=-0.739
export IMPL_ys_sh_aoi_pct=29.9
export IMPL_setup_viol=2
export IMPL_wirelength_mm=1.12
export IMPL_die_area_mm2=0.00640
export IMPL_hold_worst_slack_ns=2.10
export IMPL_warnings=35
export IMPL_adder_share_pct=15.6
export IMPL_critPathKind="in -> out"
export IMPL_syn_area_um2=377
export IMPL_final_fill_count=394
export IMPL_drive_above_1_share_pct=59.5
export IMPL_fmax_mhz=266
export IMPL_ant_nets=0
export IMPL_tns_ns=-0.130
export IMPL_p_leak_nw=0.351
export IMPL_die_h_um=80
export IMPL_routed_via_density=3.47
export IMPL_p_per_area_mw_per_mm2=213
export IMPL_rsz0062_at_grt="yes"
export IMPL_worst_ep_required_time_ns=2.96
export IMPL_min_period_over_period_pct=102
export IMPL_io_buffers=16
export IMPL_syn_to_final_growth_pct=105
export IMPL_top_logic_kind="AND-OR/OR-AND gates"
export IMPL_synth_avg_cell_area_um2=7.69
export IMPL_postLayoutSetupSlackWorst_ns=-0.0652
export IMPL_postLayoutCellArea_um2=772
export IMPL_diodes=0
export IMPL_drt_iter0_markers=3
export IMPL_core_mm2=0.00342
export IMPL_worstSetupStartpointType="input port"
export IMPL_seq_cell_count=0
export IMPL_placedInstanceArea_um2=671
export IMPL_min_delay_start="X[0]"
-- cells in the mapped netlist (all sizes together) --
cell type	count	share of area [%]
o21ai	4	8.3
buf	9	17
or2	2	3.3
xor2	1	2.3
xnor2	9	21
nand4	1	1.7
maj3	3	9.0
a211o	1	2.3
a21o	2	4.0
o41ai	1	2.3
nor2	3	3.0
nand2	1	1.0
ha	2	6.6
a22o	3	7.0
nor3	1	1.3
conb	1	1.0
a21oi	2	2.7
clkbuf	1	1.0
and2	1	1.7
a211oi	1	3.3
-- metal layers --
metal	GRT usage, %	wire length (um)	vias to the layer above
li1	-	-	236
met4	0	0	0
met3	1.14	101	0
met2	5.78	534	15
met1	4.36	485	200
met5	0	0	-
-- cell families after synthesis --
family / after synthesis
other cells: 1
compound gates: 14
buf+inv: 10
xor+xnor: 10
fa+ha+maj: 5
simple gates: 9
-- cell type report --
class                           count  area (um^2)  area share [%]
Multi-Input combinational cell     41          360            46.7
Timing Repair Buffer               43          354            45.9
Tap cell                           46         57.6            7.46
-- power by group --
group | internal (mW) | leakage, nW | total (mW) | switching (mW)
Clock | 0 | 0 | 0 | 0
Combinational | 0.110 | 0.351 | 0.165 | 0.0551
Sequential | 0 | 0 | 0 | 0
-- worst max-delay path: cells and delay by family --
kind            cells  cell delay (ns)
buf+inv             2             0.20
compound gates      3             0.51
simple gates        1             0.22
fa+ha+maj           5             1.35
-- what timing repair did --
action,in CTS,in global routing
endpoints found under the hold margin,0,0
resized,44,6
pin swaps,12,4
endpoints found under the setup margin,5,4
setup buffers,6,4
-- how the worst max path moves through the flow --
stage / startpoint / to / slack [ns] / cells past startpoint
4_1_cts: c_in / c_out / -0.09 / 11
5_1_grt: Y[0] / result[4] / -0.15 / 11
6_report: Y[0] / result[4] / -0.07 / 11
Power is estimated from default activity; no workload was simulated.
